--- /design/flow/run.sh ---
#!/bin/bash
# OpenROAD 26Q1-2900-gdf79404cd8, Yosys 0.63+post, stock flow scripts
make -C /OpenROAD-flow-scripts/flow DESIGN_CONFIG=/design/flow/config.mk WORK_HOME=/design/flow/orfs finish
--- /design/flow/config.mk ---
export PLATFORM = sky130hd
export DESIGN_NAME = basic_dma
export DESIGN_NICKNAME = basic_dma
export VERILOG_FILES = /design/flow/design.v
export SDC_FILE = /design/flow/constraint.sdc
export NUM_CORES = 4
export LEC_CHECK = 1
export CORE_UTILIZATION = 50
--- /design/flow/constraint.sdc ---
current_design basic_dma

set clk_period 15.3
set clk_io_pct 0.2

create_clock -name clk0 -period $clk_period [get_ports {clk}]

set non_clock_inputs [all_inputs -no_clocks]
set_input_delay [expr $clk_period * $clk_io_pct] -clock clk0 $non_clock_inputs
set_output_delay [expr $clk_period * $clk_io_pct] -clock clk0 [all_outputs]
--- /design/flow/design.v ---
`timescale 1ns / 1ps
module basic_dma (
  input clk,
  input reset,
  input mem_data_ready,
  output reg [31:0]mem_addr,
  output reg mem_read,
  output reg mem_write,
  output reg [31:0] mem_data,
  input peripheral_data_ready,
  input [31:0] peripheral_data,
  output reg peripheral_read,
  input dma_start,
  output reg dma_done,
  input [31:0]source_addr,
  input [31:0]dest_addr,
  input [31:0]transfer_size
);
  reg [31:0] current_addr;
  reg [31:0] remaining_size;
  reg state, next_state;
  initial next_state=1'b0;
  parameter IDLE = 1'b0;
  parameter TRANSFER = 1'b1;
  always @(posedge clk  ) begin
    if (reset) begin
      state <= IDLE;
      dma_done <= 1'b0;
      current_addr <= current_addr;
      remaining_size <= transfer_size;
    end else begin
      state <= next_state;
    end
    case (state)
      IDLE: begin
        if (dma_start) begin
          next_state = TRANSFER;
        end else begin
          next_state = IDLE;
        end
        dma_done <= 1'b0;
        mem_addr <= 32'b0;
        mem_read <= 1'b0;
        mem_write <= 1'b0;
        mem_data <= 32'b0;
        peripheral_read <= 1'b0;
      end
      TRANSFER: begin
        if (remaining_size == 0) begin
          next_state = IDLE;
          dma_done = 1'b1;
        end else begin
          next_state = TRANSFER;
          dma_done = 1'b0;
          if (peripheral_data_ready) begin
            remaining_size <= remaining_size - 1'b1;
            current_addr <= current_addr + 1'b1;
          end
        end
        if (transfer_size[0]) begin  
          mem_addr = dest_addr;  
          mem_write <= 1'b1;
          mem_data <= peripheral_data;
        end else begin  
          mem_addr <= source_addr; 
          mem_read <= 1'b1;
        end
        peripheral_read <= 1'b1;  
      end
    endcase
  end
endmodule
==> results.toml <==
# yosys + openroad results
[floorplan]
die.size.y_um = 96.86
core_area_mm2 = 0.008721
floorplan.die.width_um = 96.86
floorplan.core_util = 0.5159
design.die.area_mm2 = 0.009382
placement_rows = 34
design.portCount = 201

[final_timing]
setup_viol = 0
headroom_to_the_max_slew_limit = 0.5037
tightestPinTransition_ps = 742.2
post-route-worst-setup-slack_ps = 10400
report.final.hold_viol_count = 0
finalSetupTns_ps = 0
whs_ps = 454.0
final-max-slew-violation-count = 0
final_period_minus_worst_setup_slack_ps = 4905
fmax_ghz = 0.2039
timing.clock.skew_ps = 11.37
grt_setup_unrepaired = "false"
finalClockPeriodUsage = 0.3206

[route]
route.layer.met1.wl_um = 4937
detailedRoute.firstPassIterationCount = 4
wl_met3_um = 1018
detail_route.wirelength_um = 11670
top_layer = "met4"
remaining_drc_errors = 0
num_vias = 4142
via_density_per_instance = 5.493
ant_nets = 0
routedWlPerCell_um = 15.47
routed-wl-met2_um = 5603
diodes = 0
drtIter0Drc = 144

[critical_path]
worst_reg2reg_path_length_in_cells = 6
timing.critical_path.max_delay_family = "buffers and inverters"
critical_path.startpoint_type = "input port"
path_depth = 6
required_ps = 15550
timing.setup.critical_path_class = "in2reg"
critPathSlowestCell = "clkdlybuf4s50_1"
worstPathCellList = "clkdlybuf4s50_1 > inv_1 > a41oi_1 > buf_4 > o21ai_0 > a221o_1"
cp-end-kind = "flop"
r2r_setup_slack_ps = 12530
critical_path_buffers_and_inverters = 3
worst_ep_arrival_time_ps = 5160
r2r-end = "remaining_size[5]"
worstReg2RegStart = "remaining_size[22]"
crit_path_max_incr_delay_ps = 950
crit_fanout = 22

[synthesis]
synth.top_cells.by_area = "dfxtp_1 (30%), edfxtp_1 (23%), mux2i_1 (7.1%)"
top_area_frac = 0.3026
netlist.top_cell.by_area = "dfxtp_1"
syn_avg_cell_area_um2 = 10.02
yosysCellCount = 449
synth-area-yosys_mm2 = 0.004499
register_area_share_after_synthesis = 0.5295
synth-seq-cells = 102
yosys.cell_count.top_type = "dfxtp_1"
total_standard_cell_area_after_synthesis_mm2 = 0.004499
synth-warning-count = 1
synth_cells = 449
postSynth.topFlopCell = "dfxtp_1"
number_of_synthesized_flops_with_an_enable_pin = 34
synthDistinctLibCells = 54
ys_top_cells_by_count = "dfxtp_1 (68), nor2_1 (59), edfxtp_1 (34)"
asyncSetResetFlopFracSynth = 0

[cts]
ctsRootBufferMaster = "clkbuf_8"
clkTransAtPathRegs_ps = 100
ctsResizeCount = 0
ctsLongestPathBuffers = 2
post-cts-setup-buffer-count = 0
cts_buffers = 9
clock_tree_from_tritoncts = "done"
holdBufCountCts = 0
cts_max_level = 3
cts_num_sinks = 102
clk-insertion-delay-late_ps = 360

[grt]
grt_pass1_vias = 3642
grt.total_usage = 0.2545
antenna_found_initial = 0
grt_first_pass_wirelength_um = 18330
grt_start_max_net_pins = 43
globalRouteOverflowTotal = 0

[worst_hold_path]
hp-class = "reg2reg"
worstHoldPathCells = 1
worstHoldStart = "next_state"
holdPathEnd = "state"

[run_status]
status = "completed"

[pwr]
power.static_leakage_uw = 0.002604
power_density_mw_per_mm2 = 89.25
ir_worst_vdd_v = 0.00005811

[placement]
place_congestion = 0.9001
place_ws_ps = 10020
detailed_place_hpwl_um = 8513
dpl-instance-area_mm2 = 0.006561
buffer_ports.inserted = 199

[run]
max_cap_violations = 0
stage_log_warnings = 28

[cells_and_area]
num-fill-cells = 545
final_layout_size_suffix_gt1_frac = 0.05882
finish.instance_area_mm2 = 0.006751
syn_to_final_growth_pct = 50.06
layout.core_utilization = 0.7742
[registers in the layout, indices dropped and copies added (netlist names)]
signal / count
mem_data: 32
state: 1
next_state: 1
remaining_size: 32
mem_addr: 32
mem_read: 1
dma_done: 1
mem_write: 1
peripheral_read: 1
[worst reg2reg max path, delay by kind of cell (launching register included)]
kind | cells | cell delay, ps
AOI/OAI and AO/OA | 3 | 1070
buffers and inverters | 1 | 440
DFF | 1 | 370
and+or+nand+nor | 2 | 790
[cells by family after synthesis]
| family | share of synthesized area |
|---|---|
| multiplexers | 0.07119 |
| AND-OR/OR-AND | 0.1093 |
| buffers and inverters | 0.03921 |
| flip-flops | 0.5295 |
| AND/OR/NAND/NOR | 0.2433 |
| adder cells (fa/ha/maj) | 0.005561 |
| XOR/XNOR | 0.001947 |
[through the flow]
step	std cells	power [uW]
floorplan	449	367.9
global placement	738	435.9
detailed placement	738	439.5
CTS	754	607.2
global route	754	628.3
finish	754	602.6
[layer usage]
| layer | vias up | track usage |
|---|---|---|
| met5 | - | 0 |
| met4 | 0 | 0.02067 |
| met3 | 9 | 0.08309 |
| met2 | 192 | 0.3987 |
| met1 | 1918 | 0.3821 |
| li1 | 2023 | - |
[where the power goes]
| part | total [uW] | switching [uW] | leakage, uW | internal, uW |
|---|---|---|---|---|
| clock network | 169 | 92.0 | 0.0000948 | 76.7 |
| logic | 112 | 39.7 | 0.00156 | 71.9 |
| registers | 322 | 17.5 | 0.000948 | 305 |
| total | 603 | 149 | 0.00260 | 453 |
[cell type report]
type | instances | area (um2) | share of cell area
well taps | 108 | 135.1 | 0.02001
multi-input cells | 306 | 1941 | 0.2874
inverters | 15 | 56.30 | 0.008340
clock buffers | 11 | 131.4 | 0.01946
repair buffers | 207 | 2047 | 0.3032
clock inverters | 5 | 58.81 | 0.008710
flip-flops and latches | 102 | 2382 | 0.3529
[layout by cell type, fill, tap and decap left out, types with 7 or more instances in the layout]
cell type and count:
o21ai_0 10, inv_1 15, dfxtp_1 68, clkbuf_8 9, or3_1 7, o22ai_1 9
clkdlybuf4s50_1 198, edfxtp_1 34, nand3_1 18, nor4_1 7, a21oi_1 15, buf_4 8
and3_1 8, nor2_1 59, mux2i_1 32, nand2_1 18, nor3_1 16, and2_1 32
[worst max path at each step]
stage | from | end
5_1_grt | reset | remaining_size[5]
4_1_cts | reset | remaining_size[5]
6_report | reset | remaining_size[5]
Power is estimated from default activity; no workload was simulated.
