File: flow/design.v
module adder16bit(x,y,z,sign,zero,carry,parity,overflow);
input [15:0]x,y;output [15:0]z;
output sign,zero,carry,parity,overflow;
wire [2:0]t;
carry_lookaheadadder_4bit a0(x[3:0],y[3:0],1'b0,z[3:0],t[0]);
carry_lookaheadadder_4bit a1(x[7:4],y[7:4],t[0],z[7:4],t[1]);
carry_lookaheadadder_4bit a2(x[11:8],y[11:8],t[1],z[11:8],t[2]);
carry_lookaheadadder_4bit a3(x[15:12],y[15:12],t[2],z[15:12],cout);
assign sign=z[15];
assign zero=~|z;
assign parity=~^z;
assign overflow=(x[15]&y[15]&~z[15]|~x[15]&~y[15]&z[15]);
endmodule
module carry_lookaheadadder_4bit(x,y,cin,z,cout);
input [3:0]x,y;output [3:0]z;
input cin;output cout;
wire g0,g1,g2,g3,p0,p1,p2,p3;
wire c1,c2,c3;
assign p0=x[0]^y[0],p1=x[1]^y[1],p2=x[2]^y[2],p3=x[3]^y[3];
assign g0=x[0]&y[0],g1=x[1]&y[1],g2=x[2]&y[2],g3=x[3]&y[3];
assign c1=g0|(cin&p0),
 c2=g1|(g0&p1)|(cin&p0&p1),
 c3=g2|(g1&p2)|(g0&p1&p2)|(cin&p0&p1&p2),
 cout=g3|(g2&p3)|(g1&p2&p3)|(g0&p1&p2&p3)|(cin&p0&p1&p2&p3);
assign z[0]=p0^cin;
assign z[1]=p1^c1;
assign z[2]=p2^c2;
assign z[3]=p3^c3;
endmodule
File: flow/run.sh
#!/bin/bash
# OpenROAD 26Q1-2900-gdf79404cd8, Yosys 0.63+post, stock flow scripts
make -C /OpenROAD-flow-scripts/flow DESIGN_CONFIG=/design/flow/config.mk WORK_HOME=/design/flow/orfs finish
File: flow/config.mk
export PLATFORM = sky130hd
export DESIGN_NAME = adder16bit
export DESIGN_NICKNAME = adder16bit
export VERILOG_FILES = /design/flow/design.v
export SDC_FILE = /design/flow/constraint.sdc
export NUM_CORES = 4
export LEC_CHECK = 1
export CORE_AREA = 10 10 74 74
export DIE_AREA = 0 0 84 84
File: flow/constraint.sdc
current_design adder16bit

set clk_period 9.0
set clk_io_pct 0.2

create_clock -name clk0 -period $clk_period

set non_clock_inputs [all_inputs -no_clocks]
set_input_delay [expr $clk_period * $clk_io_pct] -clock clk0 $non_clock_inputs
set_output_delay [expr $clk_period * $clk_io_pct] -clock clk0 [all_outputs]
==> flow_metrics.py <==
# Synthesis and PnR figures
metrics = {
    "synthesis": {
        "ys.warnings.count": 2,
        "tally_of_unique_sky130hd_cells_used_after_synthesis": 31,
        "top_area_cell": "sky130_fd_sc_hd__ha_1",
        "area_leaders": "sky130_fd_sc_hd__ha_1 (29%), sky130_fd_sc_hd__xnor3_1 (10%), sky130_fd_sc_hd__fa_1 (8.9%)",
        "synth.yosys.chip_area_um2": 898,
        "top_cell_area_share_pct": 29.2,
        "synthesis.area_um2": 898,
        "synth_stat.cells": 90,
        "synthesis.area_per_instance_um2": 9.98,
        "register_area_share_after_synthesis_pct": 0,
        "post_synth_inst_count": 90,
    },
    "routing": {
        "initialDrtViolationCount": 10,
        "route.antenna.diode_count": 0,
        "drtAntennaViolNets": 0,
        "routed_wl_um": 2340,
        "drt-pass1-iter-count": 3,
        "drc": 0,
        "wire_per_inst_um": 12.4,
        "routed-via-count": 790,
        "detail_route.vias_per_cell": 4.18,
    },
    "pwr": {
        "power.density_mw_per_mm2": 132,
        "ir_drop_mv": 0.0474,
        "power.leakage_nw": 0.675,
    },
    "worst_hold_path": {
        "hold_start": "x[0]",
        "number_of_cells_on_the_worst_hold_path": 3,
        "hold_path.class": "in -> out",
        "whs_endpoint": "z[0]",
    },
    "die": {
        "die-width_um": 84,
        "core_region_area_mm2": 0.00397,
        "chipHeight_um": 84,
        "initial_core_util_pct": 22.6,
        "num_rows": 23,
        "chip_area_mm2": 0.00706,
        "number_of_top_level_design_ports": 53,
    },
    "final_timing": {
        "postLayoutSetupSlackWorst_ns": 0.322,
        "setup_violations": 0,
        "report.final.hold_viol_count": 0,
        "final.period_utilization_pct": 96.4,
        "fin_crit_ns": 8.68,
        "achievable-frequency_mhz": 115,
        "number_of_pins_with_negative_max_slew_slack_in_the_final_report": 0,
    },
    "global_route": {
        "number_of_antenna_violations_at_the_first_check_in_global_routing": 0,
        "grt_pass1_wl_um": 3800,
        "grt_start_max_net_pins": 6,
        "grt_usage_pct": 6.31,
        "overflow_left_after_global_routing": 0,
        "number_of_global_route_vias_before_repair": 821,
    },
    "flow_run": {
        "maxCapViolCount": 0,
        "warning_count": 37,
    },
    "run_status": {
        "run_status": "completed",
    },
    "setup_path": {
        "crit_fanout": 3,
        "criticalPathCategory": "in -> out",
        "setup.worst_path.start_class": "input port",
        "required_arrival_time_at_the_worst_endpoint_ns": 7.20,
        "worstSetupEndpointType": "output port",
        "cp.arrival_ns": 6.88,
    },
    "final_layout": {
        "layout-area-overhead-vs-synth_pct": 66.3,
        "seq_cell_count": 0,
        "combGateArea_um2": 870,
        "flop_area_um2": 0,
        "drive_above_1_share_pct": 13.7,
        "clock_buffer_count": 0,
        "fillerInstances": 400,
        "postLayoutCoreUtil_pct": 37.6,
    },
    "placed_design": {
        "dp_hpwl_um": 2210,
        "finalWeightedCongestion": 0.802,
        "pre_cts_slack_ns": 0.0764,
        "place.port_buffers": 52,
    },
    "clock_tree": {
        "ctsHoldBuffers": 0,
        "post_cts.repair.setup_buffers": 0,
    },
}
[layout by cell type, fill, tap and decap left out, drive strengths merged]
master	netlist	final
a21o	3	3
nor4	3	3
a22oi	1	1
xnor2	8	8
nand3	1	1
or4	1	1
ha	21	21
inv	11	11
o2bb2ai	1	1
o21ai	6	6
xnor3	5	5
xor2	5	5
conb	1	1
clkdlybuf4s50	0	52
or3	1	1
nor3	2	2
fa	4	4
o21a	2	2
a21oi	1	1
nor2	5	5
nand2	1	1
nand2b	1	1
o21bai	2	2
mux2	1	1
[timing repair]
item,4_1_cts,5_1_grt
endpoints found under the setup margin,0,2
resized,0,6
hold endpoints to repair,0,0
[layer usage]
layer	track usage [%]	wire length, um	part of all wire, %	up-vias
met2	11.1	1130	48	29
met5	0	0	0	-
met3	1.18	133	5.7	0
li1	-	-	-	411
met1	8.28	1080	46	350
met4	0	0	0	0
[power breakdown]
| group | switching (mW) | internal [mW] |
|---|---|---|
| combinational | 0.0629 | 0.134 |
| sequential | 0 | 0 |
| clock | 0 | 0 |
| total | 0.0629 | 0.134 |
[final cells by class]
class,instances,area share [%]
Inverter,11,2.76
Multi-Input combinational cell,76,58.2
Tap cell,50,4.19
Timing Repair Buffer,52,34.8
[through the flow]
stage	std cells	hold slack [ns]	power (mW)	TNS (ns)	area, um2
CTS	189	4.72	0.199	0	1460
finish	189	4.69	0.197	0	1490
global route	189	4.72	0.217	-0.0206	1490
detailed placement	189	4.72	0.198	0	1460
global placement	189	4.71	0.195	0	1460
floorplan	90	3.77	0.109	0	898
[logic make-up (layout without fill, tap and decap cells)]
logic type / count (synthesis) / count (layout) / synth area share [%]
other: 1 / 1 / 0.417
adders and majority gates: 25 / 25 / 38.2
buffers and inverters: 14 / 63 / 7.10
AOI/OAI and AO/OA: 16 / 16 / 13.4
xor gates and xnor gates: 18 / 18 / 30.4
and+or+nand+nor: 15 / 15 / 9.33
muxes: 1 / 1 / 1.25
[cells in the mapped netlist]
master,number
sky130_fd_sc_hd__o2bb2ai_1,1
sky130_fd_sc_hd__inv_1,11
sky130_fd_sc_hd__a21oi_1,1
sky130_fd_sc_hd__o21ai_1,2
sky130_fd_sc_hd__nand3_1,1
sky130_fd_sc_hd__a22oi_4,1
sky130_fd_sc_hd__nor2_2,1
sky130_fd_sc_hd__or4_1,1
sky130_fd_sc_hd__nor4_1,3
sky130_fd_sc_hd__or3_4,1
sky130_fd_sc_hd__nor2_1,4
sky130_fd_sc_hd__xnor2_1,6
sky130_fd_sc_hd__xor2_2,4
sky130_fd_sc_hd__xnor3_2,1
sky130_fd_sc_hd__a21o_2,1
sky130_fd_sc_hd__nand2_1,1
sky130_fd_sc_hd__xor2_1,1
sky130_fd_sc_hd__nand2b_1,1
sky130_fd_sc_hd__o21ai_0,4
sky130_fd_sc_hd__nor3_1,2
sky130_fd_sc_hd__a21o_1,2
sky130_fd_sc_hd__mux2_2,1
sky130_fd_sc_hd__o21bai_1,2
sky130_fd_sc_hd__o21a_1,1
sky130_fd_sc_hd__fa_1,4
sky130_fd_sc_hd__buf_4,3
sky130_fd_sc_hd__o21a_2,1
sky130_fd_sc_hd__conb_1,1
sky130_fd_sc_hd__xnor3_1,4
sky130_fd_sc_hd__ha_1,21
sky130_fd_sc_hd__xnor2_2,2
[how the worst max path moves through the flow]
stage | start | end | slack, ns | depth (start not counted)
finish | y[1] | parity | 0.32 | 21
CTS | y[1] | parity | 0.06 | 21
global route | y[1] | zero | -0.02 | 21
[worst max-delay path: stages]
cell and delay, ns:
sky130_fd_sc_hd__clkdlybuf4s50_1 0.42, sky130_fd_sc_hd__ha_1 0.30, sky130_fd_sc_hd__ha_1 0.18, sky130_fd_sc_hd__o21a_1 0.20
sky130_fd_sc_hd__o21ai_0 0.16, sky130_fd_sc_hd__nand2b_1 0.10, sky130_fd_sc_hd__ha_1 0.22, sky130_fd_sc_hd__nor3_2 0.14
sky130_fd_sc_hd__o21bai_1 0.15, sky130_fd_sc_hd__a21o_1 0.23, sky130_fd_sc_hd__ha_1 0.21, sky130_fd_sc_hd__or3_4 0.35
sky130_fd_sc_hd__a21o_2 0.22, sky130_fd_sc_hd__a21o_1 0.21, sky130_fd_sc_hd__fa_2 0.35, sky130_fd_sc_hd__xor2_2 0.20
sky130_fd_sc_hd__xnor3_1 0.46, sky130_fd_sc_hd__xnor2_2 0.15, sky130_fd_sc_hd__xnor2_1 0.17, sky130_fd_sc_hd__xnor3_1 0.23
sky130_fd_sc_hd__clkdlybuf4s50_1 0.42
No activity file was given, so power comes from the tool's default toggle rates.
