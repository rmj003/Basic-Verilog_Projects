**flow/config.mk**
```make
export PLATFORM = sky130hd
export DESIGN_NAME = alu
export DESIGN_NICKNAME = alu
export VERILOG_FILES = /design/flow/design.v
export SDC_FILE = /design/flow/constraint.sdc
export NUM_CORES = 4
export LEC_CHECK = 1
export CORE_UTILIZATION = 50
```
**flow/constraint.sdc**
```tcl
current_design alu

set clk_period 16.9
set clk_io_pct 0.2

create_clock -name clk0 -period $clk_period

set non_clock_inputs [all_inputs -no_clocks]
set_input_delay [expr $clk_period * $clk_io_pct] -clock clk0 $non_clock_inputs
set_output_delay [expr $clk_period * $clk_io_pct] -clock clk0 [all_outputs]
```
**flow/design.v**
```verilog
`timescale 1ns / 1ps
module alu(f,a,b,mode,op);
    input mode;
    input [1:0]op;
    input[7:0]a,b;
    output reg [7:0]f;
    parameter ADD=2'b00,SUB=2'B01,DIV=2'b10,MUL=2'b11;
    parameter LAND=2'b00,LOR=2'b01,LXOR=2'b10,LNOT=2'b11;
    always @(*)
    begin
    if (mode)
      case(op)
       ADD: f=a+b;
       SUB: f=a-b;
       DIV: f=a/b;
       MUL: f=a*b;
      endcase
    else
      case(op)
      LAND:f=a&b;
      LOR:f=a|b;
      LXOR:f=a^b;
      LNOT:f=~a;
      endcase
   end
endmodule
```
**flow/run.sh**
```bash
#!/bin/bash
# OpenROAD 26Q1-2900-gdf79404cd8, Yosys 0.63+post, stock flow scripts
make -C /OpenROAD-flow-scripts/flow DESIGN_CONFIG=/design/flow/config.mk WORK_HOME=/design/flow/orfs finish
```
==> run_results.csv <==
group,metric,value,unit
finish,stdcell_count,614,
critical_path,critPathTopFamily,"AND-OR/OR-AND gates",
die,ios,27,
synthesis,ys_area,0.00355,mm2
critical_path,cpMaxStageDelayCell,"mux2_2",
synthesis,ys_cells,449,
pwr,p_leak,0.00216,uW
critical_path,cp-start-kind,"input pin",
status,status,"finished clean",
detailed_routing,wirelength,10.4,mm
job,drv_cap,0,
pwr,peakVddDrop,0.0290,mV
finish,flops,0,
clock_tree,ctsHoldBuffers,0,
die,fp.dieW,86.3,um
die,floorplan.core_util,0.520,
global_route,grt_pass1_vias,3264,
finish,final_cell_area,0.00456,mm2
sta,finalHoldViolCount,0,
sta,relSlewSlack,0.473,
die,placementRows,30,
placed_design,placed_area,0.00420,mm2
finish,clock_buffers,0,
critical_path,critPathMaxFanout,5,
critical_path,end_kind,"output pin",
sta,period_used_share,0.970,
detailed_routing,drtAntennaViolNets,0,
detailed_routing,drt_iter0_drc,146,
sta,worstMarginPinSlew,0.784,ns
placed_design,place_congestion,0.954,
global_route,antenna_found_initial,0,
global_route,grtUsageTotal,0.295,
finish,syn2layout_area_growth,28.3,%
pwr,power_density,44.3,mW/mm2
critical_path,cpPeakStageDelay,0.38,ns
synthesis,netlist-cell-type-count,66,
sta,fin_setup_tns,0,ns
placed_design,hpwl,7.97,mm
critical_path,critPathMostFrequentCell,"ha_4",
sta,grt_setup_unrepaired,"no",
critical_path,worstSetupPathType,"in -> out",
sta,finalCriticalPeriod,16.40,ns
synthesis,netlist_area,0.00355,mm2
critical_path,endpoint,"f[0]",
sta,setup_violations,0,
synthesis,ys_seq_frac,0,
sta,finalMaxSlewViolations,0,
global_route,grt-ovfl-total,0,
sta,fmax,61.0,MHz
detailed_routing,via_count,3462,
synthesis,syn_inst,449,
detailed_routing,wl_per_cell,17.0,um
critical_path,path_buffers,6,
critical_path,arrival,13.02,ns
placed_design,dp_cells,602,
placed_design,portBuffers,27,
critical_path,worst-path-stages,47,
detailed_routing,drcViolationCount,0,
die,die_h,86.3,um
finish,fill_cells,568,
min_path,holdCritPathClass,"in -> out",
finish,drive_gt1_frac,0.224,
global_route,grt_max_degree,29,
global_route,grt_pass1_wl,16.5,mm
finish,register_area,0,um2
synthesis,avgSynthCellArea,7.91,um2
detailed_routing,dr.pass1.iters,4,
detailed_routing,n_antenna_cell,0,
synthesis,ys_warn_count,1,
die,dieArea,0.00744,mm2
job,warnings,45,
die,core,0.00683,mm2
critical_path,critPathLaunch,"b[3]",
critical_path,crit_required,13.52,ns
detailed_routing,avgViaCountPerCell,5.64,
## routing by layer
layer  vias up  track usage  wire length [um]
met3        12       0.0280               601
met1      1610        0.435              4900
met2        99        0.496              4840
met5         -            0                 0
met4         0       0.0227               113
li1       1741            -                 -
## placed cells by master, fill, tap and decap left out, types with 3 or more instances in the layout
cell type / instances
a21o_1: 5
a21oi_1: 17
a21oi_2: 4
buf_4: 53
clkdlybuf4s50_1: 17
dlymetal6s2s_1: 9
fa_1: 13
ha_1: 70
ha_4: 8
inv_1: 41
inv_2: 3
mux2_2: 8
mux2i_1: 11
mux4_2: 4
nand2_1: 32
nand2b_1: 7
nor2_1: 49
nor2_2: 3
nor2b_1: 4
nor3_1: 8
o211ai_1: 13
o21a_1: 13
o21ai_0: 16
o21ai_1: 4
o21ai_2: 5
o41ai_1: 3
or3_1: 3
xnor2_1: 27
xor2_1: 9
## report_power, final
group	internal [uW]	leakage, uW	switching [uW]
combinational	101	0.00216	101
sequential	0	0	0
clock	0	0	0
## Yosys cell counts (all sizes together) (5+ instances only)
master,instances,area share
xnor2,27,0.067
o21a,16,0.035
inv,44,0.047
nand2b,7,0.012
nor3,9,0.014
nand2,32,0.034
mux2,9,0.030
fa,13,0.073
ha,79,0.28
o21ai,26,0.039
a21oi,23,0.038
mux2i,14,0.039
clkbuf,11,0.012
nor2,52,0.055
o211ai,13,0.027
a21o,5,0.011
xor2,9,0.022
## worst min-delay path, delay by kind of cell
kind                       cells  cell delay [ns]
and+or+nand+nor                1             0.14
buffers and inverters          3             0.44
adders and majority gates      1             0.20
AOI/OAI and AO/OA              2             0.21
## worst min path at each step
stage     startpoint    to  cells past startpoint
4_1_cts        op[0]  f[2]                      5
5_1_grt         b[0]  f[0]                      7
6_report        b[0]  f[0]                      7
## logic make-up (layout without fill, tap and decap cells)
family,Yosys count,after routing,share of synthesized area
and+or+nand+nor,122,122,0.160
AOI/OAI and AO/OA,111,111,0.227
adders and majority gates,92,92,0.352
buffers and inverters,59,128,0.0655
xor gates and xnor gates,38,38,0.101
muxes,27,27,0.0944
## per-stage QoR
stage	power [uW]	utilization	hold slack [ns]	setup slack (ns)
after floorplan	131	-	6.95	1.02
final	202	0.667	7.74	0.503
after global routing	227	0.667	7.80	0.0271
after global placement	187	0.615	8.01	-0.0858
after detailed placement	187	0.615	8.00	-0.255
after CTS	192	0.626	8.00	0.0106
## cell type report
class,instances,area (um2),share of cell area
well taps,96,120,0.0264
inverters,46,173,0.0379
repair buffers,82,708,0.155
multi-input cells,390,3550,0.780
## repair_timing
| action | 4_1_cts | 5_1_grt |
|---|---|---|
| setup endpoints to repair | 1 | 1 |
| resized | 9 | 42 |
| pin swaps | 1 | 27 |
| setup buffers | 4 | 8 |
Power is estimated from default activity; no workload was simulated.
